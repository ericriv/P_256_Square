<file path="flow/design.v">
module RAM #(parameter CHOOSE = 1)(
input	[31:0]	data_in,
input	[2:0]	address_in,
input			write_en,
input			clk,
output	[31:0]	data_out
);
reg [31:0]	MEMORY	[0:7];
reg	[31:0]	data_out_reg;
always @(posedge clk) begin
  if(write_en)
    MEMORY[address_in] <= data_in;
  data_out_reg <= MEMORY[address_in];
end
assign data_out = data_out_reg;
endmodule 
</file>
<file path="flow/run.sh">
#!/bin/bash
# OpenROAD 26Q1-2900-gdf79404cd8, Yosys 0.63+post, stock flow scripts
make -C /OpenROAD-flow-scripts/flow DESIGN_CONFIG=/design/flow/config.mk WORK_HOME=/design/flow/orfs finish
</file>
<file path="flow/config.mk">
export PLATFORM = sky130hd
export DESIGN_NAME = RAM
export DESIGN_NICKNAME = RAM
export VERILOG_FILES = /design/flow/design.v
export SDC_FILE = /design/flow/constraint.sdc
export NUM_CORES = 4
export LEC_CHECK = 1
export CORE_UTILIZATION = 50
</file>
<file path="flow/constraint.sdc">
current_design RAM

set clk_period 7.2
set clk_io_pct 0.2

create_clock -name clk0 -period $clk_period [get_ports {clk}]

set non_clock_inputs [all_inputs -no_clocks]
set_input_delay [expr $clk_period * $clk_io_pct] -clock clk0 $non_clock_inputs
set_output_delay [expr $clk_period * $clk_io_pct] -clock clk0 [all_outputs]
</file>
==> run notes <==
flow finished, numbers: GRT Util Overall 19.4%, tool warnings 25, dominant logic cell type in the layout edfxtp_1, DRT antenna net count 0, Post-synth area hogs edfxtp_1 (73%), mux4_1 (10%), dfxtp_1 (6.1%), max reg flops 256, Slew HR 47.9%, number of inserted diodes 0, Latency at later pin 0.54 ns, hold_buf cts 0, Final Wtd Congestion 0.771, initial core utilization ~51%, Comb power frac 5.3%, syn_area_per_cell 23.2 µm², Root Buffer Master clkbuf_16, CTS tree built, dpl hpwl 9410 µm, min-delay src MEMORY[4][17], Max-area cell share 73.2%, H-tree depth 1, Final Instance Count excl. Fillers 837, Setup TNS 0 ns, grt total ovfl 0, Setup crit end kind register, Max-Cap Viols 0, actual slew at the worst max-slew pin slightly below 0.8 ns, Syn Inst Count 453, largest net degree at the start of global routing around 56, Top Layout Cells edfxtp_1 (256), clkdlybuf4s50_1 (65), mux4_1 (41), crit-path most repeated cell buf_4, Die Ht 147 µm, DRC viols 0, distinct lib cells 24, DP Worst Slack 3.54 ns, Seq pwr share 53.6%, switch share between 10% and 20%, Final Max Tran Viols 0, Setup WS post-layout 4.14 ns, cell taking the most area after synthesis edfxtp_1, post-CTS setup buffer count 0, initial antenna violation count 0, Arr. time, crit path 3.48 ns, FF-to-FF setup slack 5.92 ns, Reg-to-Reg Start MEMORY[6][11], Setup Skew 0.0136 ns, post-cts resize count 0, CP max stage cell mux4_1, CP required 7.62 ns, layout cells sized above 1 18.3%, Num Clock Sinks 288, yosys stat chip area 10500 µm², worst-path cell chain buf_4, buf_4, mux4_1, mux2_2, FP Rows 52, Top delay family on crit path buffers and inverters, DR vias/cell 5.60, pwr dens 284 nW/µm², Highest Clock Rate about 0.33 GHz, Hold Slack 0.473 ns, Static Leak 4.16 nW, Final Hold Vio Count 0, Worst Path Buf+Inv 2, # Cells Yosys 453, Ys Warns 1, CP Launch Type primary input, clock power share 41.0%, Area Growth Syn to Fin 18.8%, status complete, no violations, drt wl/cell 21.2 µm, #FFs+latches synth ~290, worst r2r dst data_out_reg[11], via count around 4700, global-route wire length before repair 27800 µm, CTS buffer count 29, fin crit share 42.6%, Reg2Reg Depth 2, worst hold path class reg -> reg, input/output buffers just under 70, num ports 69, RSZ-0062 raised after global routing false, Die Wd between 100 and 150 µm, WL final 17700 µm, core area roughly 20000 µm², Worst Hold End data_out_reg[17], Max rail drop VDD 0.000240 V, critical path's largest stage delay 0.64 ns, CTS clk-pin slew, worst paths ~0.060 ns, Post-synth seq share just under 80%, vias in the first global route just over 5000, min Tclk post-route 3.06 ns, Net Sw Power 0.680 mW, iteration count of the initial detailed-routing pass 4, First DRT Iteration DRCs 320, CP Launch Point address_in[0], mapped cell area 10500 µm², type of the worst setup path in -> reg, Die Area 21600 µm², Internal 2.87 mW, Bufs on Longest Clock Path 3, Final Setup Violations 0, Hold Crit Depth 2, Worst Path Max Fanout 36, Placed Cells 783
power by group through the flow:
stage	logic (mW)	clock network, mW	registers [mW]
final	0.189	1.46	1.90
after global routing	0.207	1.56	1.91
after CTS	0.194	1.49	1.90
kinds of logic (layout without fill, tap and decap cells):
| kind of cell | after synthesis | after routing | share of synthesized area (%) |
|---|---|---|---|
| flip-flops | 288 | 288 | 79.3 |
| buffers and inverters | 22 | 136 | 1.32 |
| AND/OR/NAND/NOR | 21 | 21 | 0.906 |
| multiplexers | 95 | 95 | 16.8 |
| AND-OR/OR-AND | 27 | 27 | 1.62 |
synthesized netlist by cell type:
cell type,number
nor2b_1,2
a22oi_1,5
edfxtp_1,256
a311o_1,1
nand2b_1,2
mux4_1,41
inv_1,1
o22ai_1,6
buf_6,6
nor3_1,3
nor2_1,9
dfxtp_1,32
and2_1,1
a221oi_1,2
mux2i_1,15
o21ai_0,6
nand2_1,4
a21oi_1,6
mux4_2,9
buf_2,9
a211oi_1,1
clkbuf_1,4
mux2_2,30
buf_1,2
per-stage QoR:
step	power, mW	cell area, µm²	utilization [%]
global route	3.68	12500	61.0
CTS	3.59	12500	61.0
finish	3.55	12500	61.0
detailed placement	2.13	11500	56.4
floorplan	2.03	10500	-
global placement	2.13	11500	56.4
worst reg2reg max path: stages, from the launching register on:
cell      delay, ns
edfxtp_1       0.38
mux4_1         0.50
mux2_2         0.28
final cells by class:
type / count / area (µm²)
clock inverters: 13 / 155
repair buffers: 81 / 766
well taps: 270 / 338
inverters: 1 / 3.75
fillers: 1411 / 7960
flip-flops and latches: 288 / 8330
multi-input cells: 143 / 2090
clock buffers: 41 / 791
per-layer routing:
layer	routed length (µm)	vias up	GRT usage, %
met1	6550	2290	29.7
li1	-	2108	-
met3	2130	33	10.6
met2	8660	256	28.6
met4	380	0	3.66
met5	0	-	0.227
how the worst max path moves through the flow:
stage,end,cells after the start,slack (ns)
4_1_cts,data_out_reg[13],4,4.10
5_1_grt,MEMORY[5][8],4,4.01
6_report,data_out_reg[11],4,4.14
Power figures rest on the tool's default switching activity, not on a simulated workload.
